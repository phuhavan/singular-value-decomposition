### ./constraint.sdc
current_design reg_cordic

set clk_period 1.0
set clk_io_pct 0.2

create_clock -name clk0 -period $clk_period [get_ports {clk}]

set non_clock_inputs [all_inputs -no_clocks]
set_input_delay [expr $clk_period * $clk_io_pct] -clock clk0 $non_clock_inputs
set_output_delay [expr $clk_period * $clk_io_pct] -clock clk0 [all_outputs]
### ./config.mk
export PLATFORM = sky130hd
export DESIGN_NAME = reg_cordic
export DESIGN_NICKNAME = reg_cordic
export VERILOG_FILES = /design/flow/design.v
export SDC_FILE = /design/flow/constraint.sdc
export NUM_CORES = 4
export LEC_CHECK = 1
export CORE_AREA = 10 10 104 104
export DIE_AREA = 0 0 114 114
### ./design.v
module reg_cordic
#(
	parameter width = 32
)
(
	input				[width-1:0]	in0,
	input								clk,rst_n,
	input				[3:0]			sel,
	output	reg	[width-1:0]	out0
);
	always @ (posedge clk or negedge rst_n)begin
		if(!rst_n)begin
			out0 <= 0;
		end
		else if (!sel)	begin
			out0 <= in0;
		end
	end
endmodule
### ./run.sh
#!/bin/bash
# OpenROAD 26Q1-2900-gdf79404cd8, Yosys 0.63+post, stock flow scripts
make -C /OpenROAD-flow-scripts/flow DESIGN_CONFIG=/design/flow/config.mk WORK_HOME=/design/flow/orfs finish
==> out/results.md <==
| Metric | Reported | Unit |
| --- | --- | --- |
| Run status | finished with violations | - |
| Violations in the final reports | negative setup slack | - |
| Final count of negative-setup-slack endpoints | 32 | - |
| Portion of the clock cycle consumed by the worst path in the final layout | 1.07 | - |
| Final Hold Violating Endpoints | 0 | - |
| Total global-route track usage | 0.0641 | - |
| CTS max path bufs | 2 | - |
| Maximum achievable frequency | 933 | MHz |
| Mapped cell area | 1220 | um^2 |
| Vertical die dimension | 114 | um |
| Final wirelength | 4220 | um |
| Library cell used as clock root buffer | clkbuf_8 | - |
| Number of cells in Yosys stat | 68 | - |
| Cell types with the largest area share after synthesis | dfrtp_1, mux2_2, buf_6 | - |
| Cell type group with the largest total delay on the critical path | buffers and inverters | - |
| Area fraction in full adders, half adders and majority gates | 0 | - |
| Sum of negative setup slack | -1.79 | ns |
| Chip area | 13000 | um^2 |
| Detailed Route Iter0 Violations | 28 | - |
| Final critical-path setup slack | -0.0715 | ns |
| Final worst path period need | 1.07 | ns |
| Capture point of the worst path | out0[5]$_DFFE_PN0N_ | - |
| Dominant cell type by area after synthesis | dfrtp_1 | - |
| Final Wtd Congestion | 0.733 | - |
| Number of filler instances in the final layout | 899 | - |
| Sink Count | 32 | - |
| Number of vias after detailed routing | 957 | - |
| Area fraction in mux cells | 0.296 | - |
| Wire length of the first global-routing pass | 6530 | um |
| Proportion of synthesized chip area in sequential cells | 0.658 | - |
| Met2 track utilization from global routing | 0.102 | - |
| Count of port buffers added during placement | 69 | - |
| Remaining design rule violation count | 0 | - |
| Number of synthesis warnings | 1 | - |
| Most used routing layer | met2 | - |
| Pin count of the biggest net entering global routing | 22 | - |
| Count of TritonRoute iterations in the first routing pass | 4 | - |
| Reg-to-reg setup timing slack | 0.01 | ns |
| Floorplan core area | 8680 | um^2 |
| Number of buffers and inverters on the critical path | 3 | - |
| Max-Cap Viols | 0 | - |
| Stages on worst setup path | 5 | - |
| Post-detail-place hpwl | 2570 | um |
| Largest combinational cell category by area | multiplexers | - |
| Post-Place Setup Slack | -0.734 | ns |
| Average via count per standard cell | 3.44 | - |
| Setup repair after global routing missed its margin | true | - |
| Synth top area share | 0.658 | - |
| Number of storage elements in the synthesis netlist | 32 | - |
| Setup crit start | sel[0] | - |
| Netlist cell types | 5 | - |
| Mean area per synthesized cell | 17.9 | um^2 |
| Most flop-heavy register | out0 | - |
| Data arrival time at the worst-slack endpoint | 1.23 | ns |
| Met1 usage in global routing | 0.0841 | - |
| Number of antenna violations at the first check in global routing | 0 | - |
| Vias in the first global route | 1118 | - |
| Max-slew violation count | 0 | - |
| Transition time of the tightest slew-check pin | 0.524 | ns |
| Flip-flop count of the largest register, all copies and words added | 32 | - |
| Simple-Gate Fraction of Synth Area | 0.0175 | - |
| Cells after synthesis | 68 | - |
| Worst Setup Path Type | in -> reg | - |
| Layout overhead on the synthesized area | 93.5 | % |
| Met3 GRT Util | 0.0255 | - |
| Antenna diode instance count | 0 | - |
| Path type of the worst min-delay path | in -> async | - |
| Area share of and-or/or-and cells after synthesis | 0 | - |
| CP endpoint kind | register | - |
| Largest registers in the final layout | out0 x32 | - |
| Tool warning count | 28 | - |
| Detail Route Antenna Nets | 0 | - |
| Initial standard-cell utilization of the core | 0.140 | - |
| CTS clk-pin slew, worst paths | 0.07 | ns |
| Worst R2R Start | out0[30]$_DFFE_PN0N_ | - |
| Die outline width | 114 | um |
| Cell Pwr Density | 1690 | nW/um^2 |
| Summed standard-cell area reported by yosys | 1220 | um^2 |
| Congestion Overflow GR | 0 | - |
| Clock latency reported for the late side of the worst-skew pair | 0.27 | ns |
| Number of top-level pins | 70 | - |
| Cell type of the slowest stage on the worst timing path | mux2_4 | - |
| Area share of xor/xnor cells in the synthesized design | 0 | - |
| Wire length per cell after detailed routing | 15.2 | um |
| Worst slew margin relative to its limit | 0.649 | - |
| CTS tree | built | - |
| Data required time of the critical path | 1.16 | ns |
| Register-to-Register Path Depth | 3 | - |
| H-tree level count | 2 | - |
| Critical path cell sequence | buf_6 > nor4_4 > buf_4 > buf_12 > mux2_4 | - |
| Maximum single-stage delay on the critical path | 0.30 | ns |
| Setup Skew | 0 | ns |
| Number of buffers inserted during clock tree synthesis | 5 | - |
| Crit start category | primary input | - |
| Worst reg2reg endpoint | out0[30]$_DFFE_PN0N_ | - |
| Largest fanout on the critical path | 8 | - |
| Worst VDD drop | 432 | uV |
| Fraction of final layout cells with drive strength greater than 1 | 0.606 | - |
| P_leak | 1.10 | nW |
| Number of rows created at floorplan | 34 | - |
[final cells by class]
type	instances	area, um^2	area share
Clock buffer	7	96.3	0.0409
Sequential cell	32	801	0.340
Tap cell	108	135	0.0574
Timing Repair Buffer	98	820	0.348
Multi-Input combinational cell	33	502	0.213
[cell families (layout without fill, tap and decap cells)]
kind of cell / after synthesis / in the layout
simple gates: 1 / 1
flops: 32 / 32
mux: 32 / 32
buf+inv: 3 / 105
[where the power goes]
group | total (mW) | internal [mW] | switching [mW]
sequential | 1.72 | 1.58 | 0.136
combinational | 1.18 | 0.909 | 0.267
clock | 1.08 | 0.613 | 0.462
total | 3.97 | 3.10 | 0.865
[cells in the mapped netlist]
cell type and n:
nor4_4 1, dfrtp_1 32, buf_6 3, mux2_2 30
mux2_1 2
[placed cells by master, fill, tap and decap left out]
cell type,Yosys,layout
dfrtp_1,32,32
buf_2,0,34
clkdlybuf4s15_1,0,1
dlygate4sd3_1,0,2
buf_6,3,3
nor4_4,1,1
buf_12,0,4
clkdlybuf4s50_1,0,32
buf_4,0,21
clkbuf_8,0,7
mux2_4,0,32
buf_16,0,1
[per-layer routing]
layer / up-vias / routed length [um]
met3: 5 / 359
met2: 39 / 1970
li1: 448 / -
met5: - / 0
met4: 0 / 25
met1: 465 / 1870
[what timing repair did]
action,CTS,global route
cloned,3,0
pin swaps,1,1
hold buffers,2,0
gates resized,136,21
endpoints found under the setup margin,64,61
endpoints found under the hold margin,11,0
buffers inserted,12,10
[worst min path at each step]
stage / cells after the start / to / slack, ns
4_1_cts: 2 / out0[12]$_DFFE_PN0N_ / 0.45
5_1_grt: 2 / out0[12]$_DFFE_PN0N_ / 0.48
6_report: 2 / out0[12]$_DFFE_PN0N_ / 0.45
[per-stage QoR]
| step | hold WS (ns) | std cells | area, um^2 | utilization | power, mW |
|---|---|---|---|---|---|
| 2_1_floorplan | -0.0956 | 68 | 1220 | - | 1.91 |
| 3_3_place_gp | 0.111 | 246 | 2060 | 0.237 | 2.77 |
| 3_5_place_dp | 0.122 | 246 | 2060 | 0.237 | 2.78 |
| 4_1_cts | 0.454 | 270 | 2240 | 0.259 | 3.86 |
| 5_1_grt | 0.483 | 278 | 2350 | 0.271 | 4.27 |
| 6_report | 0.448 | 278 | 2350 | 0.271 | 3.97 |
Power is estimated from default activity; no workload was simulated.
