===== constraint.sdc =====
current_design cordic4x2

set clk_period 30.1
set clk_io_pct 0.2

create_clock -name clk0 -period $clk_period [get_ports {clk}]

set non_clock_inputs [all_inputs -no_clocks]
set_input_delay [expr $clk_period * $clk_io_pct] -clock clk0 $non_clock_inputs
set_output_delay [expr $clk_period * $clk_io_pct] -clock clk0 [all_outputs]

===== config.mk =====
export PLATFORM = sky130hd
export DESIGN_NAME = cordic4x2
export DESIGN_NICKNAME = cordic4x2
export VERILOG_FILES = /design/flow/design.v
export SDC_FILE = /design/flow/constraint.sdc
export NUM_CORES = 4
export LEC_CHECK = 1
export CORE_UTILIZATION = 30

===== run.sh =====
#!/bin/bash
# OpenROAD 26Q1-2900-gdf79404cd8, Yosys 0.63+post, stock flow scripts
make -C /OpenROAD-flow-scripts/flow DESIGN_CONFIG=/design/flow/config.mk WORK_HOME=/design/flow/orfs finish

===== design.v =====
module add_sub
#(
	WIDTH = 24
)
(
input signed 	[WIDTH -1:0] 	a,b,
input				sign,		
output signed	[WIDTH -1:0] 	result
);
assign	result = sign? (a+b) :(a-b);
endmodule
module control
#(
	parameter 	WIDTH=24,
	parameter	WIDTH_SHIFT_BIT= 4
)
(
	input 		rst_n,
	input 		clk,
	input			start,	 
	output 		sel,
	output reg	[WIDTH_SHIFT_BIT-1:0]	shift_bit,count
);
always @(posedge clk) begin
	if(!rst_n) begin
		count	<=	4'b0000;
		shift_bit<=4'b0000;
	end
	else begin
		if(start) begin
			count<=count+4'b1;
			shift_bit<=count;
		end
	end
end
assign sel=(count==4'b0000)?1'b0:1'b1;
endmodule
module cordic4x2
#(
	parameter 	WIDTH=24,
	parameter	WIDTH_SHIFT_BIT=4,
	parameter	WIDTH_INDEX=2
)
(
	input									clk,
	input									rst_n,
	input		[WIDTH-1:0]				x_in0,
	input		[WIDTH-1:0]				y_in0,
	input		[WIDTH-1:0]				x_in1,
	input		[WIDTH-1:0]				y_in1,
	input		[WIDTH-1:0]				x_in2,
	input		[WIDTH-1:0]				y_in2,
	input		[WIDTH-1:0]				x_in3,
	input		[WIDTH-1:0]				y_in3,
	input		[1:0]						index,		 
	input									ce,	 
	output								sel,
	input									sign_in,
	output								sign_out,
	output 	[WIDTH-1:0]				x_out0,
	output	[WIDTH-1:0]				y_out0,
	output 	[WIDTH-1:0]				x_out1,
	output	[WIDTH-1:0]				y_out1,
	output 	[WIDTH-1:0]				x_out2,
	output	[WIDTH-1:0]				y_out2,
	output 	[WIDTH-1:0]				x_out3,
	output	[WIDTH-1:0]				y_out3,
	output	[WIDTH-1:0]wir_mux_x,
	output	[WIDTH-1:0]wir_mux_y,
	output	[WIDTH-1:0]wir_shift_x,
	output	[WIDTH-1:0]wir_shift_y,
	output	[WIDTH-1:0]wir_add_sub_x,
	output	[WIDTH-1:0]wir_add_sub_y,
	output	[WIDTH-1:0]wir_rot_x,
	output	[WIDTH-1:0]wir_rot_y
);
wire	[WIDTH_SHIFT_BIT-1:0]	shift;
wire									msb0,msb1,msb2,msb3;
process
#(
	.WIDTH				(WIDTH				),
	.WIDTH_SHIFT_BIT	(WIDTH_SHIFT_BIT	) 
)
process0
(
	.clk(clk),
	.rst_n(rst_n),
	.x_in(x_in0),
	.y_in(y_in0),
	.shift_bit(shift),
	.sign_in(sign_in),
	.sel(sel),
	.ce(ce),
	.sign_out(msb0),
	.x_out(x_out0),
	.y_out(y_out0)
);
process
#(
	.WIDTH				(WIDTH				),
	.WIDTH_SHIFT_BIT	(WIDTH_SHIFT_BIT	) 
)
process1
(
	.clk(clk),
	.rst_n(rst_n),
	.x_in(x_in1),
	.y_in(y_in1),
	.shift_bit(shift),
	.sign_in(sign_in),
	.sel(sel),
	.ce(ce),
	.sign_out(msb1),
	.x_out(x_out1),
	.y_out(y_out1)
);
process
#(
	.WIDTH				(WIDTH				),
	.WIDTH_SHIFT_BIT	(WIDTH_SHIFT_BIT	) 
)
process2
(
	.clk(clk),
	.rst_n(rst_n),
	.x_in(x_in2),
	.y_in(y_in2),
	.shift_bit(shift),
	.sign_in(sign_in),
	.sel(sel),
	.ce(ce),
	.sign_out(msb2),
	.x_out(x_out2),
	.y_out(y_out2)
);
process
#(
	.WIDTH				(WIDTH				),
	.WIDTH_SHIFT_BIT	(WIDTH_SHIFT_BIT	) 
)
process3
(
	.clk(clk),
	.rst_n(rst_n),
	.x_in(x_in3),
	.y_in(y_in3),
	.shift_bit(shift),
	.sign_in(sign_in),
	.sel(sel),
	.ce(ce),
	.sign_out(msb3),
	.x_out(x_out3),
	.y_out(y_out3),
	.wir_mux_x(				wir_mux_x),
	.wir_mux_y(             wir_mux_y),
	.wir_shift_x(           wir_shift_x),
	.wir_shift_y(           wir_shift_y),
	.wir_add_sub_x(         wir_add_sub_x),
	.wir_add_sub_y(         wir_add_sub_y),
	.wir_rot_x(             wir_rot_x),
	.wir_rot_y(             wir_rot_y)
);
mux4x1 mux4x1
(
	.clk(clk)	,
	.rst(rst_n)	,
	.in0(msb0)	,
	.in1(msb1)	,
	.in2(msb2)	,
	.in3(msb3)	,
	.sel(index)	,
	.ce (ce)	,	
	.out(sign_out)
);
control
#(
	.WIDTH				(WIDTH),
	.WIDTH_SHIFT_BIT	(WIDTH_SHIFT_BIT)
)
control
(
	.rst_n	(rst_n),
	.clk		(clk),
	.sel		(sel),
	.shift_bit(shift),
	.start(ce)
);
endmodule
module mulk
#(
	parameter WIDTH=24
)
(
	input		signed	[WIDTH-1:0]		data_in,
	output 		 		[WIDTH-1:0]		data_out
);
  assign data_out = (data_in>>>1)+(data_in>>>4)+(data_in>>>5)+(data_in>>>7)+(data_in>>>8)+(data_in>>>10)+(data_in>>>11)+(data_in>>>12)
         +(data_in>>>14)+(data_in>>>17)+(data_in>>>18)+(data_in>>>19)+(data_in>>>21)+(data_in>>>22)+(data_in>>>24)+(data_in>>>25);
endmodule
module mux
#(
	parameter WIDTH =24
)
(
	input 	clk,
	input		rst,
	input	[WIDTH-1:0]	in0,
	input	[WIDTH-1:0]	in1,
	input					sel,
	input                    ce,	
	output reg [WIDTH-1:0]	out,
	output				msb
);
assign msb= out[WIDTH-1];
always @(posedge clk or negedge rst) begin
	if(!rst) begin
		out<=0;
	end
	else begin 
		if(ce) begin
			if(sel) begin	
				out<= in1;
			end	
			else begin
				out<=in0;
			end
		end
	end
end
endmodule
module mux4x1
(
	input 	clk,
	input		rst,
	input		in0,
	input		in1,
	input		in2,
	input		in3,
	input	 	[1:0]		sel,
	input             ce,	
	output 	 			out
);
assign out=	(sel[1])?((sel[0])?in3:in2):((sel[0])?in1:in0);
endmodule
module process
#(
	parameter WIDTH=24,
	parameter WIDTH_SHIFT_BIT= 4  
)
(
	input										sign_rotation,
	input 									clk,
	input										rst_n,
	input 	[WIDTH-1:0] 				x_in,
	input 	[WIDTH-1:0] 				y_in,
	input		[WIDTH_SHIFT_BIT-1:0]	shift_bit,
	input 									sign_in,
	input										sel,
	input										ce,
	output 									sign_out,
	output 	[WIDTH-1:0]					x_out,
	output	[WIDTH-1:0]					y_out,
	output 	[WIDTH-1:0]		wir_mux_x,wir_mux_y,
	output 	[WIDTH-1:0]		wir_shift_x,wir_shift_y,
	output	[WIDTH-1:0]		wir_add_sub_x,wir_add_sub_y,
	output 	[WIDTH-1:0] 	wir_rot_x,wir_rot_y
);
rotation90
#(
  .WIDTH (WIDTH)     
)
rotation90_process
(
	.sign_rotation(sign_rotation),
	.x_in  (x_in),
	.y_in  (y_in),
	.x_out (wir_rot_x),
	.y_out (wir_rot_y)
);
mux
#(
	.WIDTH (WIDTH)
)
mux_x
(
	.clk(clk),
	.rst(rst_n),
	.in0(wir_rot_x),
	.in1(wir_add_sub_x),
	.ce(ce),
	.sel(sel),
	.out(wir_mux_x), 
	.msb()
);
mux
#(
	.WIDTH (WIDTH)
)
mux_y
(
	.clk(clk),
	.rst(rst_n),
	.in0(wir_rot_y),
	.in1(wir_add_sub_y),
	.ce(ce),
	.sel(sel),
	.out(wir_mux_y),
	.msb(sign_out)
);
shift
#(
	.WIDTH				(WIDTH),
	.WIDTH_SHIFT_BIT	(WIDTH_SHIFT_BIT)
)
shift_x
(
	.shift_bit	(shift_bit),  
	.data_in		(wir_mux_y),
	.data_out	(wir_shift_x)
);
shift
#(
	.WIDTH				(WIDTH),
	.WIDTH_SHIFT_BIT	(WIDTH_SHIFT_BIT)
)
shift_y
(
	.shift_bit	(shift_bit),  
	.data_in		(wir_mux_x),
	.data_out	(wir_shift_y)
);
add_sub
#(
	.WIDTH	(WIDTH)
)
add_sub_x
(
	.b			(wir_shift_x)	,
	.a			(wir_mux_x)	,
	.sign		(!sign_in)	,		
	.result	(wir_add_sub_x)	
);
add_sub
#(
	.WIDTH	(WIDTH)
)
add_sub_y
(
	.b			(wir_shift_y)	,
	.a			(wir_mux_y)	,
	.sign		(sign_in)	,		
	.result	(wir_add_sub_y)	
);
mulk
#(
	.WIDTH		(WIDTH)
)
mulk_x
(
	.data_in		(wir_add_sub_x),
	.data_out	(x_out)
);
mulk
#(
	.WIDTH	(WIDTH)
)
mulk_y
(
	.data_in		(wir_add_sub_y),
	.data_out	(y_out)
);
endmodule
module rotation90
#(
  parameter WIDTH = 24     
)
(
  input 								sign_rotation,
  input signed [WIDTH-1 : 0] x_in,
  input signed [WIDTH-1 : 0] y_in,
  output       [WIDTH-1 : 0] x_out,
  output       [WIDTH-1 : 0 ] y_out
);
  assign x_out = (sign_rotation)? (-y_in) : y_in  ;
  assign y_out = (sign_rotation)? (x_in) : (-x_in);
endmodule
module shift
#(
	parameter WIDTH= 24,
	parameter WIDTH_SHIFT_BIT= 4  
)
(
	input						[WIDTH_SHIFT_BIT-1:0]	shift_bit,  
	input 		signed	[WIDTH-1:0] 				data_in,
	output  					[WIDTH-1:0] 				data_out
);
	assign data_out = data_in >>> shift_bit;
endmodule

==> results.json <==
{
  "cpPeakStageDelay_ps": 590,
  "setup_ws_ps": 7289,
  "grt_start_max_net_pins": 129,
  "finalClockSkew_ps": 29.76,
  "worst-path-buf-inv": 8,
  "required_ps": 24080,
  "synth.avg_cell_area_um2": 8.653,
  "fp_util_pct": 30.23,
  "fin_area_mm2": 0.07707,
  "utilization_pct": 35.00,
  "crit_start": "sign_in",
  "cts_buffer_depth": 2,
  "gp_congestion": 1.076,
  "drt-total-wl_mm": 269.4,
  "flop_area_mm2": 0.004980,
  "status": "completed",
  "min_period_ps": 22810,
  "tritoncts": "yes",
  "warnings": 67,
  "logic_area_mm2": 0.05614,
  "synthFlopType": "dfrtp_1",
  "critPathSlowestCell": "inv_1",
  "fillers": 22269,
  "syn-cell-area_mm2": 0.06655,
  "clk_latency_ps": 590,
  "yosysChipArea_mm2": 0.06655,
  "reg2reg_depth": 20,
  "hold_viol": 0,
  "dr_total_vias": 57530,
  "ios": 584,
  "placed_area_mm2": 0.07647,
  "cp_common_cell": "inv_1",
  "whs_path_depth": 2,
  "synth_cells": 7691,
  "crit_cells": 37,
  "worstPathArrival_ps": 16790,
  "synth_top_area_share_pct": 20.18,
  "reg2reg_from": "control.shift_bit[1]",
  "finalMaxSlewViolations": 0,
  "start_kind": "input pin",
  "rsz0062_at_grt": "false",
  "worst_slew_pin_slew_ps": 1114,
  "synth_cell_types": 103,
  "fin_cells": 11200,
  "wl_per_cell_um": 24.05,
  "die_w_um": 473.0,
  "cts_num_sinks": 200,
  "die-area_mm2": 0.2237,
  "top_area_cell": "fa_1",
  "areaGrowthSynthToFinish_pct": 15.80,
  "synth-edff-count": 0,
  "hp-class": "register to register",
  "report.final.setup_viol": 0,
  "netlist_top_cells_count": "inv_1 (1039), ha_1 (899), fa_1 (671), nand2_1 (590), nor2_1 (582)",
  "fin_tns_setup_ps": 0,
  "ys_async_sr_fraction_pct": 96.00,
  "grt_pass1_vias": 57426,
  "dieHeight_um": 473.0,
  "drive_above_1_share_pct": 7.154,
  "firstDrtPassIters": 6,
  "whs_ps": 548.2,
  "fin_crit_sh_pct": 75.79,
  "portBuffers": 583,
  "drc": 0,
  "htreeDepth": 4,
  "antenna_found_initial": 25,
  "synthTopCellsByArea": "fa_1 (20%), ha_1 (17%), dfrtp_1 (7.2%), xnor2_1 (6.5%), inv_1 (5.9%)",
  "core_mm2": 0.2202,
  "r2r-end": "process0.mux_y.out[21]",
  "end_kind": "output port",
  "cp_max_fo": 66,
  "grt_first_pass_wirelength_mm": 394.0,
  "vias_per_cell": 5.137,
  "numCtsBuffers": 17,
  "synth_stat.cells": 7691,
  "synth.most_common_cell": "inv_1",
  "cts.repair.resized": 0,
  "dpl.cell_count": 11159,
  "grt-ovfl-total": 0,
  "timing.slew.headroom_pct": 25.72,
  "first_iter_violations": 3753,
  "max_freq_mhz": 43.84,
  "ys_seq_share_pct": 7.460,
  "postCtsSetupRepairBufs": 0,
  "crit_path_end": "x_out2[23]",
  "track_usage_pct": 24.96,
  "worstSetupPathType": "input pin to output port",
  "ys.flops": 200,
  "max_cap_violations": 0,
  "rows": 172,
  "cts_hold_buf": 0,
  "r2r_slack_ps": 21930,
  "dp_slack_ps": 7382,
  "root_buffer": "clkbuf_16",
  "critPathTopFamily": "AND-OR/OR-AND gates",
  "clk_pin_slew_ps": 100,
  "yosys_warnings": 6,
  "hpwl_mm": 229.8,
  "antenna_left": 0
}
-- cell type report --
| type | count | area share, % |
|---|---|---|
| inverter | 1048 | 5.117 |
| sequential | 200 | 6.462 |
| antenna | 9 | 0.02922 |
| clock buffer | 17 | 0.5520 |
| timing repair buffer | 822 | 9.995 |
| multi-input combinational | 6131 | 72.85 |
| tap | 2958 | 4.802 |
| clock inverter | 15 | 0.1965 |
-- layout by cell type, fill, tap and decap left out, types with 259 or more instances in the layout --
master,instances
inv_1,1037
ha_1,899
nand2_1,589
a21oi_1,573
xnor2_1,489
xor2_1,304
clkdlybuf4s50_1,580
nor2_1,581
fa_1,671
o21ai_0,259
-- worst min-delay path: stages, from the launching register on --
cell and delay (ps):
dfrtp_1 390, nor2_1 90, a31oi_1 40
-- flip-flops by register name (all words and copies together), names as in the netlist --
| signal | flops |
|---|---|
| control.count | 4 |
| control.shift_bit | 4 |
| process0.mux_x.out | 24 |
| process0.mux_y.out | 24 |
| process1.mux_x.out | 24 |
| process1.mux_y.out | 24 |
| process2.mux_x.out | 24 |
| process2.mux_y.out | 24 |
| process3.mux_x.out | 24 |
| process3.mux_y.out | 24 |
-- cell families (layout without fill, tap and decap cells) --
| kind of cell | count (synthesis) | count (layout) | synth area share (%) |
|---|---|---|---|
| other cells | 0 | 9 | 0 |
| flops | 200 | 200 | 7.460 |
| xor+xnor | 798 | 798 | 10.51 |
| compound gates | 1609 | 1609 | 15.05 |
| fa+ha+maj | 1593 | 1593 | 37.43 |
| buf+inv | 1360 | 1902 | 8.280 |
| mux | 386 | 386 | 9.395 |
| simple gates | 1745 | 1745 | 11.87 |
-- metal layers --
layer  share of wire, %  vias up  track usage (%)
met2                 43     1871            36.66
li1                   -    27251                -
met3                8.3      277            7.483
met4                4.2       20            8.085
met5              0.050        -          0.04326
met1                 44    28111            35.64
-- worst min path at each step --
stage | startpoint | endpoint | slack [ps]
CTS | process3.mux_x.out[16] | process3.mux_x.out[16] | 540
global route | process3.mux_x.out[16] | process3.mux_x.out[16] | 580
finish | process3.mux_x.out[20] | process3.mux_x.out[20] | 550
